**design/flow/config.mk**
```make
export PLATFORM = sky130hd
export DESIGN_NAME = Waveform
export DESIGN_NICKNAME = Waveform
export VERILOG_FILES = /design/flow/design.v
export SDC_FILE = /design/flow/constraint.sdc
export NUM_CORES = 4
export LEC_CHECK = 1
export CORE_UTILIZATION = 50
```
**design/flow/constraint.sdc**
```tcl
current_design Waveform

set clk_period 48.0
set clk_io_pct 0.2

create_clock -name clk0 -period $clk_period [get_ports {clk}]

set non_clock_inputs [all_inputs -no_clocks]
set_input_delay [expr $clk_period * $clk_io_pct] -clock clk0 $non_clock_inputs
set_output_delay [expr $clk_period * $clk_io_pct] -clock clk0 [all_outputs]
```
**design/flow/design.v**
```verilog
module Waveform(clk, btn, led, rgb, pinX, pinY);
    localparam integerBits    = 6;
    localparam fractionBits   = 25;
    localparam totalBits      = 1 + integerBits + fractionBits;
    localparam dtBits         = 20;
    localparam dtShift        = 32;
    localparam deltaSigmaBits = 16;
    localparam sigma = $rtoi(       10.0 * (2.0 ** fractionBits));
    localparam beta  = $rtoi((8.0 / 3.0) * (2.0 ** fractionBits));
    localparam rho   = $rtoi(       28.0 * (2.0 ** fractionBits));
    input wire clk;
    input wire [1 : 0] btn;
    output reg [3 : 0] led = 4'b0000;
    output reg [2 : 0] rgb = 3'b111;
    output wire pinX;
    output wire pinY;
    reg  signed [dtBits - 1 : 0] dt = 0.0001 * (2.0 ** dtShift);
    wire signed [totalBits - 1 : 0] x0;
    wire signed [totalBits - 1 : 0] y0;
    wire signed [totalBits - 1 : 0] x1;
    wire signed [totalBits - 1 : 0] y1;
    wire signed [totalBits - 1 : 0] x2;
    wire signed [totalBits - 1 : 0] y2;
    wire signed [totalBits - 1 : 0] x3;
    wire signed [totalBits - 1 : 0] y3;
    Lorenz #
    ( 
        .integerBits(integerBits),
        .fractionBits(fractionBits),
        .dtBits(dtBits),
        .dtShift(dtShift),
        .sigma(sigma),
        .beta(beta),
        .rho(rho)
    ) lorenz(.clk(clk), .dt(dt), .x(x0), .y(), .z(y0));
    Translate2 #(.bits(totalBits)) translate1(clk, x0, y0, 0, $rtoi(-23.5 * (2.0 ** fractionBits)), x1, y1);
    Scale2 #(.integerBits(integerBits), .fractionBits(fractionBits)) scale(clk, x1, y1, $rtoi(0.015 * (2.0 ** fractionBits)), $rtoi(0.015 * (2.0 ** fractionBits)), x2, y2);
    Translate2 #(.bits(totalBits)) translate2(clk, x2, y2, $rtoi(0.5 * (2.0 ** fractionBits)), $rtoi(0.5 * (2.0 ** fractionBits)), x3, y3);
    DeltaSigma #(.bits(deltaSigmaBits)) deltaSigmaX(clk, x3[totalBits - 1 : fractionBits - deltaSigmaBits], pinX);
    DeltaSigma #(.bits(deltaSigmaBits)) deltaSigmaY(clk, y3[totalBits - 1 : fractionBits - deltaSigmaBits], pinY);
endmodule
module Lorenz(clk, dt, x, y, z);
    parameter integerBits  = 6;
    parameter fractionBits = 25;
    parameter dtBits       = 16;
    parameter dtShift      = 32;
    parameter signed [integerBits + fractionBits : 0] sigma  =        10.0 * (2.0 ** fractionBits);
    parameter signed [integerBits + fractionBits : 0] beta   = (8.0 / 3.0) * (2.0 ** fractionBits);
    parameter signed [integerBits + fractionBits : 0] rho    =        28.0 * (2.0 ** fractionBits);
    localparam totalBits = 1 + integerBits + fractionBits;
    input  wire clk;
    input  wire signed [dtBits    - 1 : 0] dt;
    output reg  signed [totalBits - 1 : 0] x =  8.00 * (2.0 ** fractionBits);
    output reg  signed [totalBits - 1 : 0] y =  8.00 * (2.0 ** fractionBits);
    output reg  signed [totalBits - 1 : 0] z = 27.00 * (2.0 ** fractionBits);
    reg signed [totalBits * 2 - 1 : 0] dxdt = 0;
    reg signed [totalBits * 2 - 1 : 0] dydt = 0;
    reg signed [totalBits * 2 - 1 : 0] dzdt = 0;
    always @(posedge clk)
    begin
        dxdt = (sigma * (y - x)) >>> fractionBits;
        dydt = ((x * (rho - z)) >>> fractionBits) - y;
        dzdt = (x * y - beta * z) >>> fractionBits;
        x = x + ((dxdt * dt) >>> dtShift);
        y = y + ((dydt * dt) >>> dtShift);
        z = z + ((dzdt * dt) >>> dtShift);
    end
endmodule
module Scale2(clk, xIn, yIn, xScale, yScale, xOut, yOut);
    parameter integerBits   = 6;
    parameter fractionBits  = 25;
    localparam totalBits = 1 + integerBits + fractionBits;
    localparam multiplicationBits = totalBits + fractionBits;
    input  wire clk;
    input  wire signed [totalBits - 1 : 0] xIn;
    input  wire signed [totalBits - 1 : 0] yIn;
    input  wire signed [totalBits - 1 : 0] xScale;
    input  wire signed [totalBits - 1 : 0] yScale;
    output reg  signed [totalBits - 1 : 0] xOut = 0;
    output reg  signed [totalBits - 1 : 0] yOut = 0;
    wire signed [multiplicationBits - 1 : 0] x = (xIn * xScale) >>> fractionBits;
    wire signed [multiplicationBits - 1 : 0] y = (yIn * yScale) >>> fractionBits;
    always @(posedge clk)
    begin
        xOut <= x;
        yOut <= y;
    end
endmodule
module Translate2(clk, xIn, yIn, xTranslation, yTranslation, xOut, yOut);
    parameter bits = 32;
    input  wire clk;
    input  wire signed [bits - 1 : 0] xIn;
    input  wire signed [bits - 1 : 0] yIn;
    input  wire signed [bits - 1 : 0] xTranslation;
    input  wire signed [bits - 1 : 0] yTranslation;
    output reg  signed [bits - 1 : 0] xOut = 0;
    output reg  signed [bits - 1 : 0] yOut = 0;
    always @(posedge clk)
    begin
        xOut <= xIn + xTranslation;
        yOut <= yIn + yTranslation;
    end
endmodule
module DeltaSigma(clk, in, out);
    parameter bits = 32;
    input wire clk;
    input wire [bits - 1 : 0] in;
    output reg out = 0;
    reg [bits : 0] sum = 0;
    always @(posedge clk)
    begin
        sum = sum + in;
        out = sum[bits];
        sum[bits] = 0;
    end
endmodule
```
**design/flow/run.sh**
```bash
#!/bin/bash
# OpenROAD 26Q1-2900-gdf79404cd8, Yosys 0.63+post, stock flow scripts
make -C /OpenROAD-flow-scripts/flow DESIGN_CONFIG=/design/flow/config.mk WORK_HOME=/design/flow/orfs finish
```
==> metrics.csv <==
metric,value,unit
Switching Fraction,0.249,
cell internal power dissipation,0.370,mW
Late-Pin Clk Latency,0.70,ns
half-perimeter wire length after placement,385000,µm
TritonCTS clock tree,built,
total placed cells including tap cells,21200,
setup slack on the worst flop-to-flop path,24.22,ns
Peak Freq,42.0,MHz
WL final,441000,µm
critical register-to-register path endpoint,lorenz.y[31],
Design Power,0.493,mW
standard-cell row count,210,
# port buffers,2,
Max Cap Viol,0,
Post-CTS Repair Setup Buffers,0,
residual DRC count,0,
cell type of the slowest stage on the worst timing path,fa_1,
worst min path class,reg2reg,
routed len/inst,20.7,µm
outcome,"complete, no violations",
cell area after layout,173000,µm²
CORE AREA,328000,µm²
hold-fix buffers at CTS,0,
crit path launch type,flop,
net switching component of the power,0.123,mW
most frequent CP cell,fa_1,
number of instances on the worst hold path,0,
maximum net fanout on the critical path,33,
violation tally from detailed-route iteration zero,4553,
post-layout period usage of the worst path,0.495,
Sink Count,258,
asr flop ratio synth,0,
actual slew at the worst max-slew pin,1.05,ns
antenna-violating nets left,0,
share of total power in the clock network,0.566,
relative slew slack,0.294,
Die Width,577,µm
Longest Clk Path Bufs,3,
critical path class,reg2reg,
count of H-tree levels built during CTS,2,
die height,577,µm
synthesized netlist cell count,17000,
Synth Register Bits,258,
Init Core Util,0.504,
DR vias,109000,
via count of the first global-routing pass,120000,
leading register cell type out of synthesis,dfxtp_1,
DR pass1 iterations,7,
hold path start,scale.yOut[18],
Flop pwr share,0.434,
power density over the cells,2.85,nW/µm²
overall die area,333000,µm²
"Largest stage delay, worst path",1.09,ns
post-cts resize count,0,
total clock buffers created by CTS,35,
maximum number of pins on one net before global-route repair,49,
leak pwr,91.7,nW
clock transition at the register clock pins on the worst setup and hold paths after CTS,0.06,ns
synth unique cells,100,
count of warning messages emitted by the tools,210,
global-route wire length before repair,707000,µm
number of enable flip-flop cells,0,
Logic pwr share,0,
crit path capture type,flop,
clock tree root buffer cell,clkbuf_16,
gpl congestion,1.01,
standard cell area after detailed placement,172000,µm²
GRT Total Usage,0.307,
initial antenna violation count,12,
remaining global-route overflow,0,
worst reg2reg path depth,78,
Final Slew Violations,0,
final tally of setup violations,0,
Worst Path Required,48.60,ns
final count of hold timing violations,0,
I/O pin count,12,
average cell area after synthesis,9.71,µm²
Final Core Density,0.527,
maximum vdd ir drop,18.7,µV
Worst EP arrival,24.38,ns
reg2reg start,lorenz.z[0],
number of cell instances after yosys synthesis,17000,
Synth Cell Area,165000,µm²
final-layout setup total negative slack,0,ns
end of the worst hold path,translate2.yOut[18],
number of synthesis warnings,10,
setup repair after global routing missed its margin,false,
post-layout min period,23.78,ns
"Cell Count, Final, Fillers Out",21300,
layout cell share with drive strength beyond 1,0.0277,
part of the Yosys area used for sequential elements,0.0312,
Layout Area Growth over Synthesis,4.52,%
Setup Skew,0.0752,ns
Yosys Chip Area,165000,µm²
vias per cell,5.11,
-- worst max-delay path by stage --
stage / from / end / slack, ns / cells past startpoint
4_1_cts: lorenz.z[0] / lorenz.y[31] / 24.19 / 78
5_1_grt: lorenz.z[0] / lorenz.y[31] / 22.67 / 80
6_report: lorenz.z[0] / lorenz.y[31] / 24.22 / 78
-- metal layers --
metal  share of wire  vias up  GRT usage
met5          0.0014        -    0.00908
met4           0.029       18     0.0662
met3            0.12      532      0.144
met2            0.45     3683      0.443
met1            0.40    54800      0.451
li1                -    49800          -
-- state kept, by name (all words and copies together), names as in the netlist --
signal	count
deltaSigmaY.out	1
lorenz.z	32
translate2.xOut	16
deltaSigmaX.out	1
translate1.yOut	32
translate2.yOut	16
lorenz.y	32
scale.yOut	16
scale.xOut	16
translate1.xOut	32
deltaSigmaY.sum	16
deltaSigmaX.sum	16
lorenz.x	32
-- critical path, delay by kind of cell, from the launching register on --
| family | cells | cell delay (ns) |
|---|---|---|
| AOI/OAI and AO/OA | 22 | 6.03 |
| xor gates and xnor gates | 5 | 1.01 |
| adders and majority gates | 20 | 9.62 |
| buffers and inverters | 12 | 2.12 |
| DFF | 1 | 0.34 |
| and+or+nand+nor | 19 | 4.56 |
-- power by group through the flow --
stage / sequential, mW / combinational, mW / clock, mW
4_1_cts: 0.214 / 0.000101 / 0.288
6_report: 0.214 / 0.0000968 / 0.279
5_1_grt: 0.214 / 0.000121 / 0.295
-- layout by cell type, fill, tap and decap left out, types with 67 or more instances in the layout --
cell and count:
inv_1 5029, nor2b_1 67, dfxtp_1 224, xnor2_1 372
nor3_1 80, and2_1 625, xor2_1 161, a21o_1 218
nand3_1 85, nand2_1 1203, ha_1 2240, o21a_1 75
o21ai_0 200, buf_4 293, nand2b_1 84, fa_1 4226
nor2_1 728, a21oi_1 363
-- synthesized netlist by cell type (all sizes together) (13+ instances only) --
master   number  area (µm²)
a211oi       32         245
a21boi       23         173
a21o        218        1640
a21oi       365        1840
a221oi       14         129
a31oi        37         246
and2        627        3920
and3         34         213
buf          47         214
clkbuf      404        1520
dfxtp       258        5160
fa         4226       84600
ha         2240       28000
inv        5039       18900
mux2i        14         140
nand2      1203        4520
nand2b       84         526
nand3        85         425
nand4        43         275
nor2        730        2750
nor2b        67         419
nor3         80         400
o2111ai      13         114
o21a         75         563
o21ai       222        1110
o21bai       44         330
o31ai        14         119
or3          25         156
xnor2       406        3560
xor2        163        1440
-- cells by family after synthesis --
kind of cell | Yosys count | synth area share
AND-OR/OR-AND | 1181 | 0.0460
XOR/XNOR | 571 | 0.0305
adder cells (fa/ha/maj) | 6467 | 0.681
buffers and inverters | 5496 | 0.125
flip-flops | 258 | 0.0312
multiplexers | 17 | 0.00105
other | 2 | 0.0000454
AND/OR/NAND/NOR | 3043 | 0.0853
-- per-stage QoR --
stage,hold WS [ns],setup slack (ns)
final,0.321,24.22
after global routing,0.330,22.67
after CTS,0.324,24.19
after detailed placement,0.312,24.33
after global placement,0.310,24.39
after floorplan,0.310,28.07
-- cell type report --
| cell class | count | area (µm²) |
|---|---|---|
| repair buffers | 295 | 2220 |
| inverters | 5045 | 18900 |
| flip-flops and latches | 258 | 5210 |
| clock inverters | 20 | 220 |
| multi-input cells | 11300 | 140000 |
| diodes | 8 | 20.0 |
| fillers | 29600 | 155000 |
| well taps | 4346 | 5440 |
| clock buffers | 43 | 957 |
Power is estimated from default activity; no workload was simulated.
